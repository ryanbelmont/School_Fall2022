`./config.mk`:
```
export PLATFORM = sky130hd
export DESIGN_NAME = prc
export DESIGN_NICKNAME = prc
export VERILOG_FILES = /design/flow/design.v
export SDC_FILE = /design/flow/constraint.sdc
export NUM_CORES = 4
export LEC_CHECK = 1
export CORE_UTILIZATION = 30
```
`./constraint.sdc`:
```
current_design prc

set clk_period 4.3
set clk_io_pct 0.2

create_clock -name clk0 -period $clk_period [get_ports {clk}]

set non_clock_inputs [all_inputs -no_clocks]
set_input_delay [expr $clk_period * $clk_io_pct] -clock clk0 $non_clock_inputs
set_output_delay [expr $clk_period * $clk_io_pct] -clock clk0 [all_outputs]
```
`./design.v`:
```
`timescale 1ns / 1ps
module prc(
     input clk,
     input ijmpMem,
     input stall,
     input [31:0] ijmpPCValue,
     output reg [31:0] PC
    );
    initial
    begin
        PC = 0;
    end
    always @(posedge clk)
    begin
        if (ijmpMem) begin 
               PC <= ijmpPCValue;
          end
          else if (stall) begin  
             PC <= PC;
          end
          else begin
             PC <= PC + 4;
          end
     end     
endmodule
```
`./run.sh`:
```
#!/bin/bash
# OpenROAD 26Q1-2900-gdf79404cd8, Yosys 0.63+post, stock flow scripts
make -C /OpenROAD-flow-scripts/flow DESIGN_CONFIG=/design/flow/config.mk WORK_HOME=/design/flow/orfs finish
```
==> summary.txt <==
Summary of implementation figures.

Die
Per the OpenROAD floorplan log, the height of the die is between 80 and 90 µm. The count of standard-cell rows is 29. The overall die width is approximately 83 µm. The total I/O pin count is 67. In this run the full chip footprint comes out at 0.00685 mm². The floorplan step records an initial core utilization of 0.310. The total area inside the core boundary comes to approximately 0.0063 mm².

Finish
The largest registers in the layout are PC (32). The area growth from synthesis to layout is 41.2%. The largest register by flop count is PC. Per the final layout report, the fraction of cells sized above drive strength 1 comes to 0.0597. The number of flip-flops under the largest register name is 32.

Power
The total power consumption of the routed design is about 0.00081 W. The highest ir drop seen on vdd is ~0.15 mV. The total leakage power is roughly 0.9 nW. The cell area power density is 295 mW/mm².

Clocking
The post-cts hold buffer count is 0. The CTS tree is yes. The maximum buffer depth of the clock tree is 2.

The clock tree root driver cell is sky130_fd_sc_hd__clkbuf_8. Clock tree synthesis inserted a total of 5 buffers. The sink count of the clock tree is 32.

The skew report gives the latency at the later pin of the worst-skew pair as between 200 and 300 ps. On the reported timing paths, the clock transition at the registers reads ~60 ps. The number of setup buffers added after CTS is 0.

The depth of the CTS H-tree is 2. The number of cells upsized or downsized after cts is 0.

Logic synthesis
The top cell type by total area after synthesis is sky130_fd_sc_hd__edfxtp_1. The synthesized netlist occupies a cell area of 0.00196 mm². The most used flip-flop cell after synthesis is sky130_fd_sc_hd__edfxtp_1. Each instance of the synthesized netlist takes up on average ~9.7 µm².

The summed standard-cell area reported by yosys is about 0.0020 mm². The number of synthesized flops with an enable pin is 32. The cell count in the Yosys report is between 200 and 250.

The yosys synthesis warning count is 1. The fraction of post-synthesis cell area in the top cell type by area is 0.491. The share of async-settable or async-resettable flops after synthesis is 0.

The register bit total from synthesis is 32. After technology mapping, the gate count stands at slightly above 200. Of the synthesized area, sequential elements account for 0.491. The number of different library cells used by synthesis comes to 32. Ranked by total cell area, the synthesized netlist is headed by sky130_fd_sc_hd__edfxtp_1, sky130_fd_sc_hd__o21ai_0, sky130_fd_sc_hd__xnor2_1.

Timing
The setup TNS is 0 ps. The pin closest to its max-slew limit shows a slew of just under 600 ps. The highest clock rate is roughly 370 MHz. The worst clock skew is around 6 ps. The tightest slew margin relative to the limit is 0.604. Of the available clock period, the critical path in the final layout requires 0.627. Setup repair after global routing left no endpoint under its margin.

The final number of max-transition violations is 0. The number of hold violations in the final report is 0. The end-of-flow timing check tallies setup violations at 0. The routed design could run at a clock period as short as 2700 ps.

Status
The flow ran to the end, and the final reports show no timing, DRC or antenna violations.

Hold path
The classification of the worst-slack hold path is reg -> reg.

Worst setup path
The cell occurring most often along the worst timing path is sky130_fd_sc_hd__buf_4. For reference, the critical path is launched at ijmpMem. The critical path maximum fanout is 39.

The path depth of the worst reg2reg path is 5. The required time reported for the critical path endpoint is 4250 ps. The critical path is of the in -> reg type. The count of buffer and inverter cells on the critical path is 4.

In this run the critical path is formed by clkdlybuf4s50_1 -> buf_4 -> inv_2 -> nand2_1 -> buf_4. The worst register-to-register path ends at PC[26]. The worst setup path is captured at a flop. The critical path launch point type is an input pin. Looking at the critical path, the single cell with the biggest stage delay is sky130_fd_sc_hd__clkdlybuf4s50_1. Per STA, the worst path accumulates the most delay in the family buffers and inverters. At the worst endpoint, the arrival time is ~2700 ps. The slack of the worst reg-to-reg path is ~1900 ps. The worst setup path endpoint is PC[5]. Looking at the reg2reg group, the worst path starts from PC[2]. The total stage count of the critical path is 5. Among all stages on the critical path, the maximum delay recorded is between 400 and 500 ps.

Run
The tool warning count for the run is 25. In this run the maximum-capacitance check reported violations numbering 0.

Global route
The number of antenna violations at the first check in global routing is 0. For this run the aggregate overflow at the end of global routing stands at 0. The largest net degree at the start of global routing is roughly 40.

The via count of the first global-routing pass came to roughly 1,600. The global-route wire length before repair is approximately 7700 µm. The total global-route track usage is 0.155.

Drt
The final antenna diode count is 0. Per the post-route antenna check, the number of violating nets is 0. The detailed router placed 1,749 vias in this run.

Per the log, the first TritonRoute iteration ended with a DRC count of about 76. The routed design shows a via density per instance of 5.07. The pre-antenna-repair detailed-routing pass consisted of 4 iterations. The routed wirelength normalized by instance count is around 14 µm. After detailed routing, the total wire length is about 4800 µm. The count of unresolved DRC violations after routing is 0.

Place
The count of input and output buffers is ~66. The HPWL after detailed placement is roughly 3400 µm. The final weighted congestion in routability-driven placement is around 0.83.
[layout make-up]
class | count | area [µm²]
Clock buffer | 7 | 76.3
Clock inverter | 1 | 3.75
Fill cell | 626 | 3550
Inverter | 8 | 30.0
Multi-Input combinational cell | 152 | 921
Sequential cell | 32 | 961
Tap cell | 77 | 96.3
Timing Repair Buffer | 68 | 676
[worst min-delay path by stage]
stage / from / to / slack (ps) / cells after the start
after CTS: PC[2] / PC[2] / 680 / 1
after global routing: PC[2] / PC[2] / 730 / 1
final: PC[2] / PC[2] / 680 / 1
[through the flow]
stage,hold slack [ps],utilization,instances,area [µm²],worst slack (ps)
after floorplan,604,-,202,1960,1790
after global placement,677,0.425,337,2680,1320
after detailed placement,667,0.425,337,2680,1300
after CTS,678,0.438,345,2760,1590
after global routing,729,0.438,345,2760,1460
final,678,0.438,345,2760,1600
[cells in the final DEF (no fill, tap or decap), types with 2 or more instances in the layout]
cell,instances
sky130_fd_sc_hd__a31oi_1,13
sky130_fd_sc_hd__and3_1,2
sky130_fd_sc_hd__and4_1,2
sky130_fd_sc_hd__o21ai_0,20
sky130_fd_sc_hd__xnor2_1,11
sky130_fd_sc_hd__inv_1,7
sky130_fd_sc_hd__nor2_1,18
sky130_fd_sc_hd__nor4_1,6
sky130_fd_sc_hd__o31ai_1,5
sky130_fd_sc_hd__edfxtp_1,32
sky130_fd_sc_hd__or4_1,7
sky130_fd_sc_hd__clkbuf_1,2
sky130_fd_sc_hd__nand4_4,2
sky130_fd_sc_hd__buf_4,2
sky130_fd_sc_hd__and2_1,2
sky130_fd_sc_hd__xor2_1,2
sky130_fd_sc_hd__nand2_1,24
sky130_fd_sc_hd__or3_1,5
sky130_fd_sc_hd__clkbuf_8,5
sky130_fd_sc_hd__nand3_1,11
sky130_fd_sc_hd__nor3_1,5
sky130_fd_sc_hd__nand4_1,6
sky130_fd_sc_hd__a31o_2,2
sky130_fd_sc_hd__clkdlybuf4s50_1,66
[per-layer routing]
layer  wire length, µm  vias to the layer above  GRT usage
li1                  -                      900          -
met2              2120                       67      0.237
met3               338                        2     0.0301
met5                 0                        -          0
met4                18                        0     0.0138
met1              2360                      780      0.246
[logic make-up (layout without fill, tap and decap cells)]
group	Yosys count	in the layout	synth area share
buffers and inverters	18	84	0.0384
AOI/OAI and AO/OA	42	42	0.130
muxes	1	1	0.00575
and+or+nand+nor	95	95	0.270
xor gates and xnor gates	13	13	0.0582
DFF	32	32	0.491
adders and majority gates	1	1	0.00639
[power by group]
group	switching, W	internal [W]	leakage (nW)
combinational	0.0000565	0.000108	0.544
clock	0.000106	0.000113	0.0399
sequential	0.0000465	0.000385	0.324
[synth_stat cells, types with 5 or more instances]
cell type / count
sky130_fd_sc_hd__edfxtp_1: 32
sky130_fd_sc_hd__nand2_1: 24
sky130_fd_sc_hd__o21ai_0: 20
sky130_fd_sc_hd__nor2_1: 18
sky130_fd_sc_hd__a31oi_1: 13
sky130_fd_sc_hd__nand3_1: 11
sky130_fd_sc_hd__xnor2_1: 11
sky130_fd_sc_hd__clkbuf_1: 9
sky130_fd_sc_hd__inv_1: 7
sky130_fd_sc_hd__or4_1: 7
sky130_fd_sc_hd__nand4_1: 6
sky130_fd_sc_hd__nor4_1: 6
sky130_fd_sc_hd__nor3_1: 5
sky130_fd_sc_hd__o31ai_1: 5
sky130_fd_sc_hd__or3_1: 5
[worst reg2reg max path: stages (launching register included)]
cell	delay, ps
sky130_fd_sc_hd__edfxtp_1	420
sky130_fd_sc_hd__ha_1	260
sky130_fd_sc_hd__nand4_2	280
sky130_fd_sc_hd__or4_1	730
sky130_fd_sc_hd__or3_1	390
sky130_fd_sc_hd__a31oi_1	160
Power figures rest on the tool's default switching activity, not on a simulated workload.
