==> design/flow/design.v <==
`timescale 1ns / 1ps
module forward(
    input bypassAfromMEM,
    input bypassAfromALUinWB,
    input bypassAfromLWinWB,
    input bypassBfromMEM,
    input bypassBfromALUinWB,
    input bypassBfromLWinWB,
    input [31:0] IDEXA,
    input [31:0] IDEXB,
    input [31:0] MEMWBValue,
    input [31:0] EXMEMALUOut,
    output reg [31:0] Ain,
    output reg [31:0] Bin
    ); 
    assign Ain = ((bypassAfromALUinWB | bypassAfromLWinWB) ?  MEMWBValue : IDEXA);
    assign Ain = (bypassAfromMEM  ? EXMEMALUOut: a);
    assign Bin = ((bypassBfromALUinWB | bypassBfromLWinWB) ? MEMWBValue : IDEXB);
    assign Bin = (bypassBfromMEM  ? EXMEMALUOut : b);
endmodule
==> design/flow/run.sh <==
#!/bin/bash
# OpenROAD 26Q1-2900-gdf79404cd8, Yosys 0.63+post, stock flow scripts
make -C /OpenROAD-flow-scripts/flow DESIGN_CONFIG=/design/flow/config.mk WORK_HOME=/design/flow/orfs finish
==> design/flow/config.mk <==
export PLATFORM = sky130hd
export DESIGN_NAME = forward
export DESIGN_NICKNAME = forward
export VERILOG_FILES = /design/flow/design.v
export SDC_FILE = /design/flow/constraint.sdc
export NUM_CORES = 4
export LEC_CHECK = 1
export CORE_AREA = 10 10 85 85
export DIE_AREA = 0 0 95 95
==> design/flow/constraint.sdc <==
current_design forward

set clk_period 4.5
set clk_io_pct 0.2

create_clock -name clk0 -period $clk_period

set non_clock_inputs [all_inputs -no_clocks]
set_input_delay [expr $clk_period * $clk_io_pct] -clock clk0 $non_clock_inputs
set_output_delay [expr $clk_period * $clk_io_pct] -clock clk0 [all_outputs]
==> qor.txt <==
status -> finished clean
Post-CTS Setup Repair Bufs -> 0
final worst slack -> 0.898 ns
ys cells -> 71
core area -> 5470 um2
Critical Path RT -> 3.60 ns
# IOs -> 198
critical path type -> input port to output port
PD cells -> 85.3 nW/um2
Routed WL -> 4730 um
DRT Pass-1 Iters -> 3
Reg area -> 0 um2
top post-synthesis cells by area -> mux2_2, and2_1, mux2_4
post-cts sizing count -> 0
# DRC -> 0
Setup WS pre-CTS -> 0.875 ns
Remaining Overflow, GRT -> 0
Initial Utilization -> 11.9%
hold buffers post-CTS -> 0
maximum capacitance violations -> 0
Critical Path Source Type -> input port
chip area -> 9030 um2
Die W -> 95 um
worst slew pin tran -> 0.748 ns
fill count -> 548
global-route wire length before repair -> 6490 um
Netlist cell types -> 6
fmax -> 278 MHz
yosys stat chip area -> 649 um2
Syn Area/Cell -> 9.15 um2
static leakage -> 0.000878 uW
all-layer global routing usage -> 9.21%
area grow syn2layout -> 260%
unrepaired setup endpoints after global routing -> no
largest net degree at the start of global routing -> 33
Post-Synthesis Cells -> 71
Final HPWL DP -> 4290 um
number of global-route vias before repair -> 1091
detailed-route via count -> 1067
Slew Viols, Final -> 0
register area share after synthesis -> 0%
Worst slew margin -> 49.9%
cycle use final -> 80.0%
post-layout min period -> 3.60 ns
antenna violations before repair -> 0
share of post-route cells with drive strength above 1 -> 14.5%
die span in y -> 95 um
Detailed Route Iter0 Violations -> 12
share of Yosys cell area claimed by the top area cell type -> 36.4%
number of routed nets with antenna violations -> 0
highest net fanout along the worst path -> 20
Log Warnings -> 68
Hold Path Depth -> 3
DR vias/cell -> 3.56
clock buffers -> 0
seq_cells -> 0
peak supply drop -> 0.0420 mV
Final setup viols -> 0
setup TNS -> 0 ns
WL/cell -> 15.8 um
Syn Std Cell Area -> 649 um2
Final Hold Viols -> 0
Port Buffers -> 162
Worst setup EP type -> output port
row cnt -> 27
min-delay worst type -> input port to output port
Yosys warning count -> 72
largest area contributor in the netlist -> mux2_2
RD Place Congestion -> 0.743
antenna diode count -> 0
Worst Path Arrival -> 2.70 ns
path summary, 6_finish.rpt:
kind | start | end
setup / recovery | bypassAfromLWinWB | Ain[19]
hold / removal | bypassAfromMEM | Ain[31]
layer usage:
layer  vias to the layer above  wire (um)  GRT usage [%]
met1                       455       1750           10.1
met2                        58       2550           17.8
met5                         -          0              0
li1                        554          -              -
met3                         0        438           2.80
met4                         0          0              0
worst max-delay path, stage by stage:
cell and delay (ns):
clkdlybuf4s50_1 0.44, nor2_4 0.35, buf_12 0.23, mux2_2 0.35
clkdlybuf4s50_1 0.43
stage by stage:
| step | hold WS [ns] | util, % | instances | total power (uW) | area [um2] |
|---|---|---|---|---|---|
| final | 2.73 | 42.7 | 300 | 199 | 2340 |
| after global routing | 2.76 | 42.7 | 300 | 213 | 2340 |
| after CTS | 2.74 | 42.7 | 300 | 203 | 2340 |
| after detailed placement | 2.74 | 42.7 | 300 | 202 | 2340 |
| after global placement | 2.74 | 42.7 | 300 | 202 | 2340 |
| after floorplan | 1.87 | - | 71 | 40.8 | 649 |
where the power goes:
| part | switching (uW) | internal [uW] | total, uW |
|---|---|---|---|
| combinational | 34.9 | 164 | 199 |
| clock | 0 | 0 | 0 |
| sequential | 0 | 0 | 0 |
| total | 34.9 | 164 | 199 |
layout by cell type (no fill, tap or decap):
| cell | count |
|---|---|
| clkdlybuf4s50_1 | 162 |
| and2_1 | 33 |
| mux2_2 | 21 |
| mux2_4 | 10 |
| nor2_4 | 1 |
| buf_12 | 1 |
area by class of cell:
type	count	area, um2	area share [%]
multi-input cells	65	604	25.9
well taps	72	90.1	3.86
repair buffers	163	1640	70.3
cells in the mapped netlist (all sizes together):
cell    instances
buf             3
and2           33
clkbuf          3
nor2            1
mux2           31
cells by family after synthesis:
family,Yosys count,share of synthesized area (%)
multiplexers,31,59.5
AND/OR/NAND/NOR,34,33.5
buffers and inverters,6,6.94
Power and IR drop assume default switching activity.
